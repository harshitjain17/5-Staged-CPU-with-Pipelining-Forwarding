[flow/config.mk]
export PLATFORM = sky130hd
export DESIGN_NAME = datapath
export DESIGN_NICKNAME = datapath
export VERILOG_FILES = /design/flow/design.v
export SDC_FILE = /design/flow/constraint.sdc
export NUM_CORES = 4
export LEC_CHECK = 1
export CORE_UTILIZATION = 30
export SYNTH_MEMORY_MAX_BITS = 65536
[flow/constraint.sdc]
current_design datapath

set clk_period 8.2
set clk_io_pct 0.2

create_clock -name clk0 -period $clk_period [get_ports {clk}]

set non_clock_inputs [all_inputs -no_clocks]
set_input_delay [expr $clk_period * $clk_io_pct] -clock clk0 $non_clock_inputs
set_output_delay [expr $clk_period * $clk_io_pct] -clock clk0 [all_outputs]
[flow/design.v]
`timescale 1ns / 1ps
module datapath (clk, pc, nextPc, dinstOut, ewreg, em2reg, ewmem, ealuc, ealuimm, edestReg, eqa, eqb, eimm32, mwreg, mm2reg, mwmem, mdestReg, mr, mqb, wwreg, wm2reg, wdestReg, wr, wdo);
    input clk;
    output [31:0] pc;
    output [31:0] nextPc;
    output [31:0] dinstOut;
    output ewreg;
    output em2reg;
    output ewmem;
    output [3:0] ealuc;
    output ealuimm;
    output [4:0] edestReg;
    output [31:0] eqa;
    output [31:0] eqb;
    output [31:0] eimm32;
    output mwreg;
    output mm2reg;
    output mwmem;
    output [4:0] mdestReg;
    output [31:0] mr;
    output [31:0] mqb;
    output wwreg;
    output wm2reg;
    output [4:0] wdestReg;
    output [31:0] wr;
    output [31:0] wdo;
    wire [31:0] instOut;
    wire regrt;
    wire wreg;
    wire m2reg;
    wire wmem;
    wire [3:0] aluc;
    wire aluimm;
    wire [4:0] rd;
    wire [4:0] rt;
    wire [4:0] destReg;
    wire [31:0] qa;
    wire [31:0] qb;
    wire [31:0] imm32;
    wire [31:0] mdo;
    wire [31:0] b;
    wire [31:0] r;
    wire [1:0] fwda;
    wire [1:0] fwdb;
    wire [31:0] fqa;
    wire [31:0] fqb;
    wire [31:0] wbData;
    program_Counter program_Counter (clk, nextPc, pc);
    pcAdder pcAdder (pc, nextPc);
    Instruction_memory Instruction_memory (pc, instOut);
    ifid_pipeline_register ifid_pipeline_register (clk, instOut, dinstOut);
    control_unit control_unit (dinstOut[31:26], dinstOut[5:0], dinstOut[25:21], rt, mdestReg, mm2reg, mwreg, edestReg, em2reg, ewreg, regrt, wreg, m2reg, wmem, aluimm, aluc, fwda, fwdb);
    regrt_multiplexer regrt_multiplexer (dinstOut[15:11], dinstOut[20:16], regrt, destReg);
    register_file register_file (clk, dinstOut[25:21], dinstOut[20:16], wwreg, wbData, wdestReg, qa, qb); 
    immediate_extender immediate_extender (dinstOut[15:0], imm32);
    idexe_pipeline_register idexe_pipeline_register (clk, wreg, m2reg, wmem, aluc, aluimm, destReg, fqa, fqb, imm32, ewreg, em2reg, ewmem, ealuc, ealuimm, edestReg, eqa, eqb, eimm32);
    AluMux AluMux (eqb, eimm32, ealuimm, b);
    Alu Alu (eqa, b, ealuc, r);
    exemem_pipeline_register exemem_pipeline_register (clk, ewreg, em2reg, ewmem, edestReg, r, eqb, mwreg, mm2reg, mwmem, mdestReg, mr, mqb);
    data_memory data_memory (clk ,mr, mqb, mwmem, mdo);
    memwb_pipeline_register memwb_pipeline_register (clk, mwreg, mm2reg, mdestReg, mr, mdo, wwreg, wm2reg, wdestReg, wr, wdo);
    WbMux WbMux (wr, wdo, wm2reg, wbData);
    mux4 mux4 (qa, r, mr, mdo, fwda, fqa);
    mux5 mux5 (qb, r, mr, mdo, fwdb, fqb);
endmodule
module program_Counter(clk, nextPc, pc);
    input clk;
    input [31:0] nextPc;
    output reg [31:0] pc;
    always @ (posedge clk)
    begin
        pc <= nextPc;
    end
endmodule
module pcAdder(pc, nextPc);
    input [31:0] pc;
    output reg [31:0] nextPc;
    initial
    begin
        nextPc = 32'd100;
    end
    always @ (*)
    begin
        nextPc [31:0] <= pc [31:0] + 32'd4;
    end
endmodule
module Instruction_memory(pc, instOut);
    input [31:0] pc;
    output reg [31:0] instOut;
    reg [31:0] memory [0:63];
    initial begin
        memory[25] <= 32'b10001100001000100000000000000000;  
        memory[26] <= 32'b10001100001000110000000000000100;  
        memory[27] <= 32'b10001100001001000000000000001000;  
        memory[28] <= 32'b10001100001001010000000000001100;  
        memory[29] <= 32'b00000000010010100011000000100000;  
    end
    always @ (*) begin
        instOut <= memory[pc[7:2]];
    end
endmodule
module ifid_pipeline_register (clk, instOut, dinstOut);
    input clk;
    input [31:0] instOut;
    output reg [31:0] dinstOut;
    always @(posedge clk) begin
        dinstOut <= instOut;
    end
endmodule
module control_unit (op, func, rs, rt, mdestReg, mm2reg, mwreg, edestReg, em2reg, ewreg, regrt, wreg, m2reg, wmem, aluimm, aluc, fwda, fwdb);
    input [5:0] op;
    input [5:0] func;
    input [4:0] rs;
    input [4:0] rt;
    input [4:0] mdestReg;
    input mm2reg, mwreg, edestReg, em2reg, ewreg;
    output reg regrt, wreg, m2reg, wmem, aluimm;
    output reg [3:0] aluc;
    output reg [31:0] fwda;
    output reg [31:0] fwdb;
    always @(*) begin
        fwda = 2'b00;
        fwdb = 2'b00;
        if (edestReg == rs) begin
            fwda = 2'b01;
        end
        if (edestReg == rt) begin
            fwdb = 2'b01;
        end
        if (mdestReg == rs) begin
            if (mm2reg == 1) begin
                fwda = 2'b11;
            end
            else begin
                fwda = 2'b10;
            end
        end
        if (mdestReg == rt) begin
            if (mm2reg == 1) begin
                fwdb = 2'b11;
            end
            else begin
                fwdb = 2'b10;
            end
        end
    end
    always @(*) begin
        if (op == 6'b000000) begin  
            if (func == 6'b100000) begin  
                regrt <= 1'b0; 
                wreg <= 1'b1; 
                m2reg <= 1'b0; 
                wmem <= 1'b0;
                aluimm <= 1'b0;
                aluc <= 4'b0010;
            end
            else if (func == 6'b100010) begin  
                regrt <= 1'b0; 
                wreg <= 1'b1; 
                m2reg <= 1'b0; 
                wmem <= 1'b0; 
                aluimm <= 1'b0;
                aluc <= 4'b0110;
            end
            else if (func == 6'b100100) begin  
                regrt <= 1'b0; 
                wreg <= 1'b1; 
                m2reg <= 1'b0; 
                wmem <= 1'b0; 
                aluimm <= 1'b0;
                aluc <= 4'b0000;
            end
            else if (func == 6'b100101) begin  
                regrt <= 1'b0; 
                wreg <= 1'b1; 
                m2reg <= 1'b0; 
                wmem <= 1'b0; 
                aluimm <= 1'b0;
                aluc <= 4'b0001;                
            end
            else if (func == 6'b100110) begin  
                regrt <= 1'b0; 
                wreg <= 1'b1; 
                m2reg <= 1'b0; 
                wmem <= 1'b0; 
                aluimm <= 1'b0;
                aluc <= 4'b0011;
            end
        end
        else if (op == 6'b100011) begin  
            regrt <= 1'b1; 
            wreg <= 1'b1; 
            m2reg <= 1'b1; 
            wmem <= 1'b0; 
            aluimm <= 1'b1;
            aluc <= 4'b0010;
        end
    end
endmodule
module regrt_multiplexer (rd, rt, regrt, destReg);
    input [4:0] rd;
    input [4:0] rt;
    input regrt;
    output reg [4:0] destReg;
    always@(*) begin
        if (regrt == 1'b1) begin
            destReg <= rt;
        end
        else begin
            destReg <= rd;
        end
    end
endmodule
module register_file (clk, rs, rt, wwreg, wbData, wdestReg, qa, qb);
    input clk;   
    input [4:0] rs;
    input [4:0] rt;
    input wwreg;
    input [31:0] wbData;
    input [4:0] wdestReg;
    reg [31:0] registers [0:31];
    output reg [31:0] qa;
    output reg [31:0] qb;
    integer i;
    initial begin 
        for (i=0; i<32; i=i+1)
        begin 
            registers[i] <= 32'b0;
        end
    end
    always @(*) begin
        qa = registers[rs];
        qb = registers[rt];
        if (wwreg == 1) begin
            registers[wdestReg] = wbData;
        end
    end
endmodule
module immediate_extender (imm, imm32);
    input [15:0] imm;
    output reg [31:0] imm32;
    always @(*) begin
        imm32[31:0] = {{16{imm[15]}}, imm[15:0]};
    end
endmodule
module idexe_pipeline_register (clk, wreg, m2reg, wmem, aluc, aluimm, destReg,
fqa, fqb, imm32, ewreg, em2reg, ewmem, ealuc, ealuimm, edestReg, eqa, eqb, eimm32);
    input clk;
    input wreg, m2reg, wmem;
    input [3:0] aluc;
    input aluimm;
    input [4:0] destReg;
    input [31:0] fqa;
    input [31:0] fqb;
    input [31:0] imm32; 
    output reg ewreg, em2reg, ewmem;
    output reg [3:0] ealuc;
    output reg ealuimm;
    output reg [4:0] edestReg;
    output reg [31:0] eqa;
    output reg [31:0] eqb;
    output reg [31:0] eimm32;
    always @(posedge clk) begin
        ewreg <= wreg;
        em2reg <= m2reg;
        ewmem <= wmem;
        ealuc <= aluc; 
        ealuimm <= aluimm;
        edestReg <= destReg;
        eqa <= fqa;
        eqb <= fqb;
        eimm32 <= imm32;
    end 
endmodule
module AluMux (eqb, eimm32, ealuimm, b);
        input [31:0] eqb;
        input [31:0] eimm32;
        input ealuimm;
        output reg [31:0] b;
        always@(*) begin
            if (ealuimm == 1) begin
                b <= eimm32;
            end
            else if (ealuimm == 0) begin
                b <= eqb;
            end
        end
endmodule
module Alu (eqa, b, ealuc, r);
    input [31:0] eqa;
    input [31:0] b;
    input [3:0] ealuc;
    output reg [31:0] r;
    always@(*) begin
        if (ealuc == 0) begin
            r <= eqa & b;
        end
        else if (ealuc == 4'b0001) begin
            r <= eqa | b;
        end
        else if (ealuc == 4'b0010) begin
            r <= eqa + b;
        end
        else if (ealuc == 4'b0011) begin
            r <= eqa ^ b;
        end
        else if (ealuc == 4'b0110) begin
            r <= eqa - b;
        end  
    end    
endmodule
module exemem_pipeline_register (clk, ewreg, em2reg, ewmem, edestReg, r, eqb, 
mwreg, mm2reg, mwmem, mdestReg, mr, mqb);
    input clk;
    input ewreg, em2reg, ewmem;
    input [4:0] edestReg;
    input [31:0] r;
    input [31:0] eqb;
    output reg mwreg, mm2reg, mwmem;
    output reg [4:0] mdestReg;
    output reg [31:0] mr;
    output reg [31:0] mqb;
    always @(posedge clk) begin
        mwreg <= ewreg;
        mm2reg <= em2reg;
        mwmem <= ewmem;
        mdestReg <= edestReg;
        mr <= r;
        mqb <= eqb;
    end 
endmodule
module data_memory (clk, mr, mqb, mwmem, mdo);
    input clk;
    input [31:0] mr;
    input [31:0] mqb;
    input mwmem;
    output reg [31:0] mdo;
    reg [31:0] memory [128:0];
    initial begin
        memory[0] = 32'hA00000AA;
        memory[4] = 32'h10000011;
        memory[8] = 32'h20000022;    
        memory[12] = 32'h30000033;
        memory[16] = 32'h40000044;
        memory[20] = 32'h50000055;
        memory[24] = 32'h60000066;
        memory[28] = 32'h70000077;
        memory[32] = 32'h80000088;
        memory[36] = 32'h90000099;
    end
    always @(*) begin
        if (mwmem == 1'b0) begin
            mdo <= memory[mr];
        end
   end   
endmodule
module memwb_pipeline_register (clk, mwreg, mm2reg, mdestReg, mr, mdo, wwreg, wm2reg, wdestReg, wr, wdo);
    input clk;
    input mwreg, mm2reg;
    input [4:0] mdestReg;
    input [31:0] mr;
    input [31:0] mdo;
    output reg wwreg, wm2reg;
    output reg [4:0] wdestReg;
    output reg [31:0] wr;
    output reg [31:0] wdo;
    always @(posedge clk) begin
        wwreg <= mwreg;
        wm2reg <= mm2reg;
        wdestReg <= mdestReg;
        wr <= mr;
        wdo <= mdo;
    end 
endmodule
module WbMux (wr, wdo, wm2reg, wbData);
        input [31:0] wr;
        input [31:0] wdo;
        input wm2reg;
        output reg [31:0] wbData;
        always@(*) begin
            if (wm2reg == 1) begin
                wbData <= wdo;
            end
            else if (wm2reg == 0) begin
                wbData <= wr;
            end
        end
endmodule
module mux4 (qa, r, mr, mdo, fwda, fqa);
    input [31:0] qa;
    input [31:0] r;
    input [31:0] mr;
    input [31:0] mdo;
    input [1:0] fwda;
    output reg [31:0] fqa;
    always@(*) begin
        if (fwda == 2'b00) begin
            fqa <= qa;
        end
        else if (fwda == 2'b01) begin
            fqa <= r;
        end
        else if (fwda == 2'b10) begin
            fqa <= mr;
        end
        else if (fwda == 2'b11) begin
            fqa <= mdo;
        end
    end
endmodule
module mux5 (qb, r, mr, mdo, fwdb, fqb);
    input [31:0] qb;
    input [31:0] r;
    input [31:0] mr;
    input [31:0] mdo;
    input [1:0] fwdb;
    output reg [31:0] fqb;
    always@(*) begin
        if (fwdb == 2'b00) begin
            fqb <= qb;
        end
        else if (fwdb == 2'b01) begin
            fqb <= r;
        end
        else if (fwdb == 2'b10) begin
            fqb <= mr;
        end
        else if (fwdb == 2'b11) begin
            fqb <= mdo;
        end
    end
endmodule
[flow/run.sh]
#!/bin/bash
# OpenROAD 26Q1-2900-gdf79404cd8, Yosys 0.63+post, stock flow scripts
make -C /OpenROAD-flow-scripts/flow DESIGN_CONFIG=/design/flow/config.mk WORK_HOME=/design/flow/orfs finish
==> metrics.yaml <==
status: "finished clean"
ys_area_sq_um: 14300
final_cell_area_sq_um: 18300
whs_ps: 355
dp_slack_ps: 3280
syn2layout_area_growth_pct: 28.5
fmax_ghz: 0.202
untimed_endpoints: 198
port_buffers: 269
floorplan.core_util_pct: 30.5
slew-limit-headroom_pct: 47.3
warnings: 69
postLayoutCoreUtil_pct: 39.2
wl_per_cell_microns: 15.8
cp.arrival_ps: 3310
syn_inst: 1417
p_leak_nw: 7.81
worstHoldPathCells: 0
syn_avg_cell_area_sq_um: 10.1
setup-tns-final_ps: 0
drc_errors: 0
p_total_mw: 2.31
ant_nets: 0
final_hold_viol_count: 0
postCtsHoldBufs: 0
ir_worst_vdd_mv: 0.157
stdcell_count: 2349
clock.latency.late_pin_ps: 570
setup_viol: 0
hold_class: "register to register"
postPlaceCellArea_sq_um: 17400
die_x_microns: 220
clock_skew_ps: 6.51
criticalPathCategory: "register to primary output"
synthMuxAreaShare_pct: 8.38
fillers: 4503
grt_max_degree: 78
cts_setup_buffers: 0
hold-path-endpoint: "exemem_pipeline_register.mdestReg[3]"
cts_resized: 0
io_pins: 349
die_h_microns: 220
drtIter0Drc: 352
gp_congestion: 0.841
wirelength_mm: 37.1
ys.flops: 416
timing.final.ws_setup_ps: 3250
hp-start: "idexe_pipeline_register.edestReg[3]"
vias_per_cell: 4.28
top_area_share_pct: 31.0
r2r_slack_ps: 3430
reg2reg_from: "idexe_pipeline_register.em2reg"
yosys_warnings: 26
grt_pass1_vias: 9528
route.vias.total: 10100
grt.total_usage_pct: 15.8
path_clk_slew_ps: 60
r2r-end: "idexe_pipeline_register.eqa[31]"
required_ps: 6560
cts_root_buf: "clkbuf_16"
ys.flop_type: "dfxtp_1"
cap_viol_max_count: 0
synth_top_cell_by_count: "dfxtp_1"
min_period_ps: 4950
synthAdderAreaFrac_pct: 6.46
cp-end-kind: "primary output"
unclocked_pins: 195
ys_top_cells_by_area: "dfxtp_1 31%, dlxtn_1 21%, ha_1 6.3%"
grt_pass1_wl_mm: 56.1
dieArea_sq_um: 48400
synth_cell_type_count: 69
drive_gt1_share_pct: 6.89
largest_area_cell: "dfxtp_1"
synth-compound-area-share_pct: 9.38
clk_path_buf_depth: 3
rr_worst_depth: 15
firstDrtPassIters: 21
antenna_cells: 0
crit_fanout: 8
rsz0062_at_grt: "false"
xor_share_pct: 3.38
hpwl_mm: 26.5
edf_count: 0
power.density_nw_per_um2: 126
syn-cell-area_sq_um: 14300
overflow: 0
htreeDepth: 1
cts_tree: "built"
ys_sh_simple_pct: 11.0
ys_cells: 1417
numPlacedInstances: 2299
finalCritPeriodShare_pct: 60.4
cts_buffers: 27
drv_slew: 0
rows: 79
crit_path_start_kind: "register"
core_sq_um: 46700
antenna_found_initial: 0
postSynth.asyncResetShare_pct: 0
top_cells_by_count: "221 x dfxtp_1, 195 x dlxtn_1, 115 x inv_1, 103 x buf_4, 84 x nand2_1"
tightest_slew_ps: 791
synthTopLogicFamily: "simple AND/OR/NAND/NOR gates"
[cell usage in the layout, fill, tap and decap left out, types with 5 or more instances in the layout]
| cell | instances |
|---|---|
| a21o_1 | 11 |
| a21oi_1 | 75 |
| a31oi_1 | 5 |
| and2_1 | 10 |
| and3_1 | 9 |
| buf_4 | 14 |
| clkbuf_16 | 27 |
| clkbuf_8 | 5 |
| clkdlybuf4s50_1 | 269 |
| clkinv_2 | 7 |
| clkinvlp_4 | 5 |
| conb_1 | 143 |
| dfxtp_1 | 217 |
| dlxtn_1 | 195 |
| ha_1 | 72 |
| inv_1 | 115 |
| mux2i_1 | 45 |
| mux4_2 | 33 |
| nand2_1 | 84 |
| nand2b_1 | 27 |
| nand3_1 | 18 |
| nand3b_1 | 5 |
| nand4_1 | 6 |
| nor2_1 | 76 |
| nor2b_1 | 50 |
| nor3b_1 | 7 |
| o211ai_1 | 9 |
| o21a_1 | 6 |
| o21ai_0 | 69 |
| xnor2_1 | 34 |
| xor2_1 | 21 |
[flip-flops by register name, summed over array words and instances, names as in the netlist, 2 cells and up]
signal and flops:
control_unit.aluc 2, register_file.registers 128, memwb_pipeline_register.wr 32, Alu.r 32, ifid_pipeline_register.dinstOut 5, exemem_pipeline_register.mqb 32, idexe_pipeline_register.edestReg 4, idexe_pipeline_register.eimm32 3
memwb_pipeline_register.wdo 3, exemem_pipeline_register.mr 32, idexe_pipeline_register.eqa 32, exemem_pipeline_register.mdestReg 4, memwb_pipeline_register.wdestReg 4, program_Counter.pc 30, mux4.fqa 32, idexe_pipeline_register.eqb 32
data_memory.mdo 3, idexe_pipeline_register.ealuc 2
[cell families (layout without fill, tap and decap cells)]
group | count (synthesis) | count (layout)
AND/OR/NAND/NOR | 313 | 313
flip-flops | 221 | 221
multiplexers | 78 | 78
latches | 195 | 195
buffers and inverters | 264 | 448
XOR/XNOR | 55 | 55
adder cells (fa/ha/maj) | 73 | 73
AND-OR/OR-AND | 216 | 216
other | 2 | 143
[layout make-up]
class	count	area (sq um)	area share [%]
well taps	607	759	4.15
repair buffers	283	2800	15.3
inverters	115	432	2.36
clock buffers	33	748	4.09
clock inverters	17	170	0.929
multi-input cells	878	6050	33.0
flip-flops and latches	416	7360	40.2
[worst max-delay path by stage]
stage                              start                         endpoint  slack (ps)  depth (start not counted)
4_1_cts   idexe_pipeline_register.em2reg  idexe_pipeline_register.eqa[31]        3240                         15
5_1_grt   idexe_pipeline_register.em2reg  idexe_pipeline_register.eqa[31]        2840                         16
6_report           program_Counter.pc[4]                       nextPc[29]        3250                          9
[report_power, final]
group	leakage (nW)	total [mW]	switching [mW]	internal (mW)
Sequential	3.31	1.08	0	1.08
Combinational	4.05	0.00354	0.00354	0
Clock	0.444	1.22	0.505	0.716
[critical path: stages, from the launching register on]
cell and delay [ps]:
dfxtp_1 480, and2_2 240, and4_4 250, nand4_1 170, nor2_2 320, nand4_2 190, nor2_1 260, nand3_1 130
xnor2_1 200, clkdlybuf4s50_1 490
[per-layer routing]
metal,vias up,GRT usage (%),wire length [microns]
li1,5055,-,-
met3,31,4.45,2760
met4,0,2.28,558
met2,297,24.7,17100
met1,4677,22.5,16700
met5,-,0,0
Power figures rest on the tool's default switching activity, not on a simulated workload.
